==> flow/design.v <==
`timescale 1ns / 1ps
module bcd (
    input  wire [9:0] bin,
    output reg  [3:0] hundreds,
    output reg  [3:0] tens,
    output reg  [3:0] ones
);
    integer i;
    reg [19:0] shift;
    always @(*) begin
        shift = 20'd0;
        shift[9:0] = bin;
        for (i = 0; i < 10; i = i + 1) begin
            if (shift[11:8]  >= 5) shift[11:8] = shift[11:8] + 3;
            if (shift[15:12] >= 5) shift[15:12] = shift[15:12] + 3;
            if (shift[19:16] >= 5) shift[19:16] = shift[19:16] + 3;
            shift = shift << 1;
        end
        hundreds = shift[19:16];
        tens     = shift[15:12];
        ones     = shift[11:8];
    end
endmodule
`timescale 1ns / 1ps
module data_gen (
    input        i_clk,
    input        i_rst,
    input        i_tx_done,
    output reg [9:0] o_data
);
    always @(posedge i_clk) begin
        if (i_rst)
            o_data <= 10'd0;
        else if (i_tx_done)
            o_data <= o_data + 1'b1;
    end
endmodule
`timescale 1ns / 1ps
module seg7 (
    input  wire [3:0] bcd,
    output reg  [6:0] seg
);
    always @(*) begin
        case (bcd)
            4'd0: seg    = 7'b1000000;
            4'd1: seg    = 7'b1111001;
            4'd2: seg    = 7'b0100100;
            4'd3: seg    = 7'b0110000;
            4'd4: seg    = 7'b0011001;
            4'd5: seg    = 7'b0010010;
            4'd6: seg    = 7'b0000010;
            4'd7: seg    = 7'b1111000;
            4'd8: seg    = 7'b0000000;
            4'd9: seg    = 7'b0010000;
            default: seg = 7'b1111111;
        endcase
    end
endmodule
`timescale 1ns / 1ps
module serial_detector (
    input        i_clk,
    input        i_rst,        
    input        s_data,      
    output reg   o_hit         
);
     reg [8:0] shift_reg;
    parameter PATTERN = 9'b101000111;
    always @(posedge i_clk) begin
        if (i_rst) begin
            shift_reg <= 9'd0;
            o_hit       <= 1'b0;
        end else begin 
            shift_reg   <= {s_data, shift_reg[8:1]};
            o_hit       <= (shift_reg == PATTERN);
    end
end
endmodule
`timescale 1ns / 1ps
module serial_transmitter (
    input        i_clk,
    input        i_rst,
    input        i_en_n,
    input  [9:0] p_data,
    output reg   s_data,
    output reg   o_ready
);
    reg [9:0] shift_reg;
    reg [3:0] bit_count;
    always @(posedge i_clk) begin
        if (i_rst) begin
            shift_reg   <= 10'd0;
            bit_count   <= 4'd0;
            s_data      <= 1'b0;
            o_ready     <= 1'b0;
        end
        else if (i_en_n) begin
            if (bit_count == 4'd0)
                shift_reg <= p_data;
            else
                shift_reg <= shift_reg >> 1;
            s_data   <= shift_reg[0];
            o_ready  <= 1'b0;
            if (bit_count == 4'd9) begin
                bit_count <= 4'd0;
                o_ready     <= 1'b1;   
            end
            else
                bit_count <= bit_count + 1'b1;
        end
        else begin
            o_ready <= 1'b0;
        end
    end
endmodule
`timescale 1ns / 1ps
module top_module (
    input        i_clk,        
    input        i_rst,        
    input        i_en,         
    output       o_serial_out, 
    output       o_hit,
    output wire [6:0] seg_h,    
    output wire [6:0] seg_t,    
    output wire [6:0] seg_o,     
    output wire [9:0] o_hit_count,  
    output wire o_hit_count_valid  
);
    wire [9:0] gen_data;
    wire       tx_done;
    wire       hit_fast;
    wire [3:0] hundreds;
    wire [3:0] tens;
    wire [3:0] ones;
    reg one_sec_pulse;
    data_gen u_data_gen (
        .i_clk     (i_clk),
        .i_rst     (i_rst),
        .i_tx_done (tx_done),
        .o_data    (gen_data)
    );
    serial_transmitter u_serial_transmitter (
        .i_clk      (i_clk),
        .i_rst      (i_rst),
        .i_en_n     (i_en),
        .p_data     (gen_data),
        .s_data     (o_serial_out),
        .o_ready    (tx_done)
    );
    serial_detector u_serial_detector (
        .i_clk   (i_clk),
        .i_rst   (i_rst),
        .s_data  (o_serial_out),
        .o_hit   (hit_fast)
    );
    reg [13:0] sec_count;
    reg        hit_1s;
    always @(posedge i_clk) begin
        if (i_rst) begin
            sec_count <= 14'd0;
            hit_1s    <= 1'b0;
        end
        else if (sec_count == 14'd9999) begin
            sec_count <= 14'd0;
            hit_1s    <= 1'b1;
        end
        else begin
            sec_count <= sec_count + 1'b1;
            hit_1s    <= 1'b0;
        end
    end
    assign o_hit = hit_fast;
    reg [9:0] hit_count;
    reg [9:0] hit_count_latched;
    always @(posedge i_clk) begin
    if (i_rst) begin
        hit_count <= 10'd0;
        hit_count_latched <= 10'd0;
    end
    else if (one_sec_pulse) begin
        hit_count_latched <= hit_count;
        hit_count <= 10'd0;
    end
    else if (o_hit) begin
        hit_count <= hit_count + 1'b1;
    end
end
    bcd u_bcd (
        .bin      (gen_data),
        .hundreds (hundreds),
        .tens     (tens),
        .ones     (ones)
    );
    seg7 u_seg_h (
        .bcd (hundreds),
        .seg (seg_h)
    );
    seg7 u_seg_t (
        .bcd (tens),
        .seg (seg_t)
    );
    seg7 u_seg_o (
        .bcd (ones),
        .seg (seg_o)
    );
endmodule
==> flow/run.sh <==
#!/bin/bash
# OpenROAD 26Q1-2900-gdf79404cd8, Yosys 0.63+post, stock flow scripts
make -C /OpenROAD-flow-scripts/flow DESIGN_CONFIG=/design/flow/config.mk WORK_HOME=/design/flow/orfs finish
==> flow/config.mk <==
export PLATFORM = sky130hd
export DESIGN_NAME = top_module
export DESIGN_NICKNAME = top_module
export VERILOG_FILES = /design/flow/design.v
export SDC_FILE = /design/flow/constraint.sdc
export NUM_CORES = 4
export LEC_CHECK = 1
export CORE_UTILIZATION = 50
==> flow/constraint.sdc <==
current_design top_module

set clk_period 15.1
set clk_io_pct 0.2

create_clock -name clk0 -period $clk_period [get_ports {i_clk}]

set non_clock_inputs [all_inputs -no_clocks]
set_input_delay [expr $clk_period * $clk_io_pct] -clock clk0 $non_clock_inputs
set_output_delay [expr $clk_period * $clk_io_pct] -clock clk0 [all_outputs]
==> notes.md <==
yosys + openroad results -> cell at the root of the clock tree=sky130_fd_sc_hd__clkbuf_8, area of the die=roughly 0.010 mm2, Crit. End Element=output pin, total power consumption of the routed design=around 180 uW, count of inserted antenna diode cells=0, type of the setup path with the least slack=flip-flop to output pin, Pwr Density=between 30 and 40 mW/mm2, cts repair resizes=0, Fill cells=around 940, worst setup slack before clock tree synthesis=around 1600 ps, average footprint of a synthesized cell=about 7.3 um2, fraction of final layout cells with drive strength greater than 1=around 9.7%, routed wire length=approximately 12 mm, clock tree sinks=36, detailed placement HPWL=about 8.4 mm, end of the worst register-to-register path=u_data_gen.o_data[8], slowest stage cell, crit path=sky130_fd_sc_hd__nor2_1, Initial DRT Pass Iterations=5, minimum setup slack among reg-to-reg paths=around 13000 ps, Synth Warn #=17, Worst R2R Path Depth=4, Area Overhead vs Synth=6.64%, Post-synth regs=36, most instantiated library cell after synthesis=sky130_fd_sc_hd__nor2_1, H-tree levels=2, post-CTS setup-driven buffer insertion count=0, final setup margin=1210 ps, post-synthesis sequential area ratio=roughly 14%, average wire per cell in the routed design=roughly 14 um, horizontal die dimension=between 100 and 150 um, critical path launch point type=flip-flop, top area cells in the synthesized netlist=sky130_fd_sc_hd__dfxtp_1 (14%), sky130_fd_sc_hd__ha_1 (6.5%), sky130_fd_sc_hd__nor2_1 (6.1%), post-synth cell types=~93, number of routed nets with antenna violations=0, final clock skew=between 6 and 7 ps, slew margin rel.=around 47%, detailed-route via count=4942, number of global-route vias before repair=roughly 4100, fraction of registers with async set/reset=0%, fin area=0.00535 mm2, Yosys chip area=roughly 0.005 mm2, total congestion overflow=0, number of setup violations in the final report=0, largest fanout on the critical path=13, synth cell count leaders=sky130_fd_sc_hd__nor2_1 (81), sky130_fd_sc_hd__nand2_1 (50), sky130_fd_sc_hd__dfxtp_1 (36), CTS hold repair buffers=0, cell accounting for the most synthesized area=sky130_fd_sc_hd__dfxtp_1, most instantiated flip-flop cell in the synthesis netlist=sky130_fd_sc_hd__dfxtp_1, worst setup path startpoint=u_data_gen.o_data[7], Overall Global Routing Usage=around 23%, summed instance area of the synthesized netlist=approximately 0.005 mm2, Slew @ Worst Pin=795 ps, drt first-iter violations=about 320, fin crit period=about 14000 ps, RSZ-0062 raised after global routing=no, Fmax achieved=0.0720 GHz, leakage power=0.00208 uW, clock latency (worst-skew pair)=280 ps, RR Startpoint=u_data_gen.o_data[2], Area after DPL=approximately 0.0053 mm2, TritonCTS clock tree=built, critical path data arrival time=between 10000 and 15000 ps, hold violation total from the final report=0, die height=102 um, row count=36, starting utilization of the core area=between 50 and 60%, period utilization=92.0%, largest voltage drop on the vdd net=0.0000573 V, maximum number of pins on one net before global-route repair=36, number of warnings in the stage logs=34, outcome=complete, no violations, capture point of the worst path=seg_h[3], largest stage delay on the critical path=~570 ps, number of instances in the synthesized netlist=approximately 690, port buffer count=25, total core area=just under 0.01 mm2, cells in synth_stat.txt=between 600 and 700, deepest clock path buffer count=2, number of slew-limit violations in the final report=0, routed via count divided by cell count=6.00, most frequent cell on the critical path=sky130_fd_sc_hd__ha_1, required time of the worst setup path=12080 ps, max-cap check violation count=0, remaining design rule violation count=0, count of flip-flops with a built-in enable after synthesis=0, global-route wire length before repair=19.5 mm, final RePlAce weighted congestion=between 0.9 and 1, initial antenna violation count=0, TritonCTS Buffers=5, post-CTS clock slew at the launch and capture registers of the worst setup and hold paths=roughly 70 ps, min-delay worst type=flip-flop to flip-flop, final standard cell count with taps included and fillers excluded=roughly 820, Cells after DPL=just over 800, IO Pins=37, area share of the largest cell type after synthesis=between 10% and 20%, post-route setup TNS=0 ps
## layout by cell type, fill, tap and decap left out, drive strengths merged, types with 6 or more instances in the layout
cell           Yosys  layout
nor2              85      85
nand2             50      50
o21ai             48      48
a21oi             39      39
dfxtp             36      36
inv               30      30
mux2i             28      28
nor3              28      28
ha                26      26
clkdlybuf4s50      0      25
a211oi            24      24
nand3             23      23
nor2b             17      17
xnor2             15      15
o211ai            12      12
nand4             12      12
a22oi             11      11
conb               1      11
buf               29      10
a21o               9       9
and3               9       9
nor4               9       9
and2               8       8
mux2               8       8
a31oi              7       7
clkbuf            25       7
nand2b             6       6
o21a               6       6
o2111ai            6       6
o31ai              6       6
o32ai              6       6
## worst min-delay path by stage
stage,start,to,slack (ps),cells past startpoint
5_1_grt,u_serial_detector.shift_reg[5],u_serial_detector.shift_reg[4],480,1
4_1_cts,u_serial_detector.shift_reg[7],u_serial_detector.shift_reg[6],460,1
6_report,u_serial_detector.shift_reg[7],u_serial_detector.shift_reg[6],460,1
## metal layers
| metal | vias to the layer above | share of wire [%] | GRT usage [%] |
|---|---|---|---|
| met3 | 10 | 5.0 | 1.95 |
| met2 | 128 | 42 | 33.5 |
| met4 | 0 | 0.75 | 2.86 |
| li1 | 2559 | - | - |
| met5 | - | 0 | 0 |
| met1 | 2245 | 52 | 38.1 |
## layout make-up
class | instances | area (um2) | share of cell area (%)
multi-input combinational | 579 | 3920 | 73.3
sequential | 36 | 721 | 13.5
timing repair buffer | 35 | 325 | 6.08
tap | 133 | 166 | 3.11
inverter | 32 | 121 | 2.27
clock buffer | 7 | 86.3 | 1.61
clock inverter | 1 | 7.51 | 0.140
## kinds of logic after synthesis
kind of cell	count (synthesis)	synth area share [%]
and+or+nand+nor	264	26.7
AOI/OAI and AO/OA	224	32.3
xor gates and xnor gates	18	3.79
DFF	36	14.4
adders and majority gates	26	6.49
muxes	36	7.93
other	1	0.0748
buffers and inverters	86	8.33
## worst max-delay path: cells and delay by family (launching register included)
family	cells	cell delay, ps
AND-OR/OR-AND	10	1900
flip-flops	1	560
buffers and inverters	7	1050
XOR/XNOR	4	1010
adder cells (fa/ha/maj)	11	2650
multiplexers	2	600
AND/OR/NAND/NOR	13	2810
## stage by stage
step / hold slack, ps / util [%]
after floorplan: 429 / -
after global placement: 440 / 54.0
after detailed placement: 451 / 54.0
after CTS: 465 / 55.0
after global routing: 478 / 55.0
final: 463 / 55.0
## power by group
group          leakage [uW]  internal [uW]  total, uW  switching [uW]
combinational       0.00174           4.90       10.8            5.88
sequential         0.000292           97.0       98.6            1.52
clock             0.0000445           37.0       69.1            32.0
No activity file was given, so power comes from the tool's default toggle rates.
